===== flow/config.mk =====
export PLATFORM = sky130hd
export DESIGN_NAME = comp
export DESIGN_NICKNAME = comp
export VERILOG_FILES = /design/flow/design.v
export SDC_FILE = /design/flow/constraint.sdc
export NUM_CORES = 4
export LEC_CHECK = 1
export CORE_AREA = 10 10 80 80
export DIE_AREA = 0 0 90 90

===== flow/constraint.sdc =====
current_design comp

set clk_period 1.6
set clk_io_pct 0.2

create_clock -name clk0 -period $clk_period [get_ports {en}]

set non_clock_inputs [all_inputs -no_clocks]
set_input_delay [expr $clk_period * $clk_io_pct] -clock clk0 $non_clock_inputs
set_output_delay [expr $clk_period * $clk_io_pct] -clock clk0 [all_outputs]

===== flow/design.v =====
module comp(count1,count2,countf,en,rst);
 reg count;
input [7:0] count1;
input [7:0] count2;
input en,rst;
output reg [7:0]countf=8'd0;
reg [2:0] index=3'd0;
always@(*)
begin
if(count1>count2)
begin
count=1'b1;
end
else
begin
count=1'b0;
end
end
always@(negedge en or posedge rst)
begin
if(rst==1)
begin
countf=8'd0;
index=3'd0;
end
else if(en==0)
begin
countf[index]=count;
index=index+3'd1;
end
end
endmodule

===== flow/run.sh =====
#!/bin/bash
# OpenROAD 26Q1-2900-gdf79404cd8, Yosys 0.63+post, stock flow scripts
make -C /OpenROAD-flow-scripts/flow DESIGN_CONFIG=/design/flow/config.mk WORK_HOME=/design/flow/orfs finish

==> notes.md <==
Numbers from the implementation run.

The run finished, with violations left. The checks that failed: negative setup slack. Setup repair after global routing could not meet its margin everywhere.

The number of buffers inserted during clock tree synthesis is 3. The peak supply drop is 269.2 uV. STA classifies the critical path endpoint as a flop. Pin placement for this block handled 26 I/O pins. The internal cell power is 0.0006470 W. Across all hold checks on the routed design, the worst slack comes to 0.4498 ns. The slew at the pin with the worst max-slew slack is 0.3427 ns.

The worst relative slew slack is 77.08%. The logs give a warning total of 32. STA lists the maximum fanout along the critical path as 8. Yosys reported a register bit count of 11. Per the placement report, the placed cell count is 181.

The number of cells on the worst reg-to-reg path is 6. The most common cell in the netlist is sky130_fd_sc_hd__ha_1. The final wirelength is 2.065 mm. The logic gate share of total power is 29.8%. The total antenna diodes in the routed design is 0. As reported, the later end of the worst-skew pair has a clock insertion delay of 0.25 ns. Counting the fill cells in the layout gives 455. The fraction of power spent switching nets is 23.05%. Summed over all layers, the global routing overflow is 0. Looking at the setup timing report, the critical path kind is primary input to flop. The script logs the mean routed wire length per placed instance as 10.87 um. In this run, synthesis inferred 0 flip-flops with an integrated enable. The synthesized netlist was found by Yosys to have 78 cells.

According to the Yosys statistics, the synthesized design has a chip area of 772.0 um^2. In this run the vertical extent of the chip is 90 um. The combined flip-flop and latch cell area is 275.3 um^2. Once routing completed, OpenROAD measured the worst setup slack at -0.5459 ns. The final-report hold violation count is 0.

In the routed layout, each cell is associated on average with a via count of 3.863. The main area contributors are sky130_fd_sc_hd__dfrtn_1 36%, sky130_fd_sc_hd__ha_1 21%, sky130_fd_sc_hd__a32o_1 5.2%. According to the floorplan report, the placeable core area is 4723 um^2. The via count of the first global-routing pass is 770. The post-detailed-route count of antenna-violating nets is 0. The TritonCTS clock tree is yes. The data arrival time reported for the critical path is 1.44 ns.

The final report lists a non-filler cell total of 190. The number of detailed-route iterations in the first pass is 4. The routed layout has 734 vias. The netlist area before placement is 772.0 um^2. The starting utilization of the core area is 16.34%.

The gate-level netlist out of Yosys references 29 unique cell types. The overall global routing resource usage is 5.282%. The total number of yosys warnings is 1. The mean post-synth cell area is 9.897 um^2. The detailed router finished its first iteration with 45 violations.

The pin count of the biggest net entering global routing is 12. The nature of the critical path startpoint is a primary input. The power share of the sequential group is 38.3%. The final setup violation count is 16.

Looking at the clock tree report, the H-tree level count equals 1. The number of clock sinks is 11. The commonest cells after synthesis are 13 x sky130_fd_sc_hd__ha_1, 11 x sky130_fd_sc_hd__dfrtn_1, 10 x sky130_fd_sc_hd__inv_1, 7 x sky130_fd_sc_hd__nand2_1, 5 x sky130_fd_sc_hd__a21oi_1.

The overall chip area is 8100 um^2. The count of standard-cell rows is 25. The worst setup slack after placement is -1.467 ns. The area fraction of the dominant cell type after synthesis is 35.66%. The number of hold buffers added after CTS was 0. Between the synthesized netlist and the finished layout, the area growth was recorded as 82.98%.

The count of input and output buffers is 25. The top cell type by total area after synthesis is sky130_fd_sc_hd__dfrtn_1. The clock slew at the register clock pins of the worst setup and hold paths is 0.04 ns. The fraction of final layout cells sized beyond drive strength 1 is 58.54%.

Per the CTS log, the root buffer master is sky130_fd_sc_hd__clkbuf_8. The final weighted congestion in routability-driven placement is 0.7709. The sequential element share of the synthesized area is 35.66%.

The post-detailed-placement half-perimeter wirelength is 1.660 mm. The total area of multi-input combinational cells is 581.8 um^2. The data required time of the critical path is 0.90 ns. The total of max-cap violations is 0. The share of async-settable or async-resettable flops after synthesis is 100.0%.

The die outline width is 90 um. The detailed-route DRC error count is 0. The worst hold path stage count is 1.

The initial antenna violation count is 0. The worst-case clock skew is 0.003517 ns. The wire length of the first global-routing pass is 3.636 mm.

Per the synth stats, the flop cell with the highest instance count is sky130_fd_sc_hd__dfrtn_1. The areal power density over the cells is 595.2 nW/um^2. The longest clock path from root to sink contains 2 buffers. Synthesis produced a netlist whose cell count is 78.

The class of the most critical hold timing path is flop to flop. The leakage power summed over all cells is 0.6549 nW. The final number of max-transition violations is 0. The clock network burns 31.9% of the power.

The switching component of the power was reported as 0.0001938 W.
[through the flow]
step | utilization [%] | power (W) | TNS, ns | instance area [um^2]
floorplan | - | 0.0004050 | -5.985 | 838.3
global placement | 26.73 | 0.0005411 | -14.61 | 1262
detailed placement | 26.73 | 0.0005455 | -14.80 | 1262
CTS | 28.82 | 0.0008412 | -6.425 | 1361
global route | 29.91 | 0.0009013 | -7.029 | 1413
finish | 29.91 | 0.0008408 | -6.326 | 1413
[path summary, 6_finish.rpt]
path / start / end / slack [ns]
min: countf[7] / countf[7] / 0.45
min in group asynchronous: rst / countf[0] / 1.06
max: count2[1] / countf[0] / -0.55
min reg2reg: countf[7] / countf[7] / 0.45
max in group asynchronous: rst / countf[3] / 0.40
max reg2reg: index[1] / countf[4] / -0.17
[cell type report]
cell class / instances / area share (%)
clock buffers: 4 / 3.189
well taps: 67 / 5.934
multi-input cells: 53 / 41.19
flip-flops and latches: 11 / 19.49
repair buffers: 44 / 26.22
inverters: 11 / 3.986
[flip-flops by register name, summed over array words and instances (netlist names)]
signal	cells
countf	8
index	3
[metal layers]
layer  wire [um]  part of all wire (%)  global-route usage, %  vias up
li1            -                     -                      -      360
met1         886                    43                  6.881      361
met2        1070                    52                  8.777       13
met3         109                   5.3                  1.760        0
met4           0                     0                 0.1326        0
met5           0                     0                      0        -
[critical path: stages]
cell	delay, ns
sky130_fd_sc_hd__buf_6	0.11
sky130_fd_sc_hd__inv_12	0.04
sky130_fd_sc_hd__ha_4	0.18
sky130_fd_sc_hd__nor2b_4	0.12
sky130_fd_sc_hd__o21ai_2	0.11
sky130_fd_sc_hd__a21oi_2	0.07
sky130_fd_sc_hd__o21ba_4	0.23
sky130_fd_sc_hd__mux2_4	0.26
[power by group through the flow]
stage / sequential (W) / clock, W / combinational, W
global route: 0.000325 / 0.000298 / 0.000278
CTS: 0.000322 / 0.000276 / 0.000243
finish: 0.000322 / 0.000268 / 0.000251
[placed cells by master, fill, tap and decap left out, types with 2 or more instances in the layout]
cell,count
sky130_fd_sc_hd__a32o_1,4
sky130_fd_sc_hd__buf_6,12
sky130_fd_sc_hd__a41o_1,2
sky130_fd_sc_hd__o21ai_2,2
sky130_fd_sc_hd__inv_1,3
sky130_fd_sc_hd__dfrtn_1,11
sky130_fd_sc_hd__buf_4,18
sky130_fd_sc_hd__a21oi_2,4
sky130_fd_sc_hd__clkdlybuf4s15_1,2
sky130_fd_sc_hd__clkbuf_8,3
sky130_fd_sc_hd__nand2_1,7
sky130_fd_sc_hd__xor2_1,2
sky130_fd_sc_hd__a21oi_1,2
sky130_fd_sc_hd__nor2_1,2
sky130_fd_sc_hd__buf_2,10
sky130_fd_sc_hd__a21boi_0,2
sky130_fd_sc_hd__mux2_4,2
sky130_fd_sc_hd__inv_2,6
sky130_fd_sc_hd__ha_1,5
sky130_fd_sc_hd__ha_4,8
[logic make-up after synthesis]
logic type | synth area share, %
flops | 35.66
simple gates | 12.16
fa+ha+maj | 21.07
compound gates | 16.69
buf+inv | 8.104
mux | 2.917
xor+xnor | 3.404
[repair_timing]
action / CTS / global route
buffers inserted: 4 / 1
setup endpoints to repair: 16 / 16
pin swaps: 19 / 7
resized: 111 / 7
endpoints found under the hold margin: 0 / 0
No activity file was given, so power comes from the tool's default toggle rates.
