`/design/flow/run.sh`:
```
#!/bin/bash
# OpenROAD 26Q1-2900-gdf79404cd8, Yosys 0.63+post, stock flow scripts
make -C /OpenROAD-flow-scripts/flow DESIGN_CONFIG=/design/flow/config.mk WORK_HOME=/design/flow/orfs finish
```
`/design/flow/constraint.sdc`:
```
current_design controller

set clk_period 7.5
set clk_io_pct 0.2

create_clock -name clk0 -period $clk_period [get_ports {clk}]

set non_clock_inputs [all_inputs -no_clocks]
set_input_delay [expr $clk_period * $clk_io_pct] -clock clk0 $non_clock_inputs
set_output_delay [expr $clk_period * $clk_io_pct] -clock clk0 [all_outputs]
```
`/design/flow/config.mk`:
```
export PLATFORM = sky130hd
export DESIGN_NAME = controller
export DESIGN_NICKNAME = controller
export VERILOG_FILES = /design/flow/design.v
export SDC_FILE = /design/flow/constraint.sdc
export NUM_CORES = 4
export LEC_CHECK = 1
export CORE_AREA = 10 10 97 97
export DIE_AREA = 0 0 107 107
```
`/design/flow/design.v`:
```
module controller(clk,rst,rs1,en1);
input clk,rst;
reg [22:0]counter2=23'd0;
reg new_clk=0;
reg [3:0] state;
output  rs1,en1;
reg [2:0] count=3'd7;
reg [5:0] ct=6'd1;
wire [5:0] ctbar;
wire out;
always @(posedge clk) begin
counter2=counter2+23'd1;
if (counter2 == 23'd8000000) begin
new_clk<= ~new_clk;
counter2 <= 0;
end
end
assign ctbar=~ct;
assign out=new_clk&&ctbar;
always@(posedge out or posedge rst)
begin
if(rst==1)
ct=6'd1;
else
ct=ct+6'd1;
end
assign en1=((ct==6'd6)||(ct==6'd14)||(ct==6'd20)||(ct==6'd26)||(ct==6'd32)||(ct==6'd40)||(ct==6'd46)||(ct==6'd52))?1'b1:1'b0;
assign rs1=((ct==6'd9)||(ct==6'd17)||(ct==6'd23)||(ct==6'd29)||(ct==6'd35)||(ct==6'd43)||(ct==6'd49)||(ct==6'd55))?1'b1:1'b0;
endmodule
```
==> metrics.log <==
[flow] summary of implementation run
[metrics] Filler cells: 818
[metrics] # Cells Yosys: around 190
[metrics] CTS tree: yes
[metrics] share of the synthesized area in the top cell type: 0.270
[metrics] overall power of the completed layout: roughly 0.00022 W
[metrics] antenna violations before repair: 0
[metrics] DRC: 0
[metrics] Mapped Avg Cell Area: around 9.1 sq um
[metrics] diode insertion count for antenna repair: 0
[metrics] pin count of the biggest net entering global routing: 14
[metrics] area of the core: 7290 sq um
[metrics] antenna-violating nets left: 0
[metrics] setup repair after global routing missed its margin: no
[metrics] floorplan die width: around 110 um
[metrics] peak per-stage delay on the critical path: 0.60 ns
[metrics] highest-delay cell along the critical path: or4_4
[metrics] port bufs: 3
[metrics] Setup Fix Bufs, Post-CTS: 0
[metrics] post-synthesis sequential element count: 30
[metrics] slew margin rel.: 0.548
[metrics] leakage power: roughly 0.63 nW
[metrics] CP startpoint: counter2[0]$_SDFF_PN0_
[metrics] top_reg_cell synth: dfxtp_1
[metrics] Clock Latency Late Sink: between 0.2 and 0.3 ns
[metrics] Hold Path Class: reg2reg
[metrics] minimum hold slack: a little over 0.5 ns
[metrics] setup_tns: 0 ns
[metrics] yosys stat area: roughly 1700 sq um
[metrics] number of standard cells after synthesis: between 150 and 200
[metrics] Detail Placement HPWL: 2090 um
[metrics] final critical-path share of the clock period: 0.368
[metrics] met3 layer usage reported by global route: 0.00485
[metrics] Post-synth top cells: dfxtp_1 (23), nand2_1 (21), xnor2_1 (16)
[metrics] critical path start-end classification: reg2reg
[metrics] CTS Root Buffer Type: clkbuf_8
[metrics] mux share of post-synthesis cell area: 0.0118
[metrics] count of library flops with an enable pin: 1
[metrics] via count: between 1,000 and 1,500
[metrics] transition time of the tightest slew-check pin: between 0.6 and 0.7 ns
[metrics] number of warnings in the stage logs: 29
[metrics] Arrival @ worst endpoint: about 2.8 ns
[metrics] Simple Share, Synth: 0.276
[metrics] number of global-route vias before repair: 1,075
[metrics] wire length of the first global-routing pass: roughly 4700 um
[metrics] reported max-cap violation count: 0
[metrics] share of post-route cells with drive strength above 1: 0.0924
[metrics] Final setup viols: 0
[metrics] Setup Slack @ Placement: 4.74 ns
[metrics] full die area: 11,400 sq um
[metrics] area leader, netlist: dfxtp_1
[metrics] number of register pins that no clock reaches: 6
[metrics] Clock transition at path regs: ~0.09 ns
[metrics] number of clock buffers inserted by TritonCTS: 3
[metrics] critical path peak fanout: 10
[metrics] average wire length per cell after detail routing: between 9 and 10 um
[metrics] kind of end point of the critical path: register
[metrics] die height: about 110 um
[metrics] shortest clock period the worst path allows after layout: between 2 and 3 ns
[metrics] maximum level of the CTS H-tree: 1
[metrics] Iteration-0 DRC Markers: roughly 90
[metrics] drt via density: 4.26
[metrics] number of endpoints with negative hold slack in the final report: 0
[metrics] area overhead of the layout relative to synthesis: 8.60%
[metrics] power density over the cells: 118 nW/um^2
[metrics] Max Freq: approximately 0.36 GHz
[metrics] Max rail drop VDD: 0.0600 mV
[metrics] Worst Path Required: 7.49 ns
[metrics] number of iterations in the first detailed-routing pass: 4
[metrics] number of unconstrained endpoints: 8
[metrics] FF-to-FF Start: counter2[0]$_SDFF_PN0_
[metrics] overflow left after global routing: 0
[metrics] global routing usage on met1: 0.0688
[metrics] number of warnings issued by yosys: 1
[metrics] area fraction in xor and xnor cells: 0.134
[metrics] launch point of the worst hold path: counter2[0]$_SDFF_PN0_
[metrics] CP Cell Sequence: ha_1 -> nand3_4 -> or4_4 -> nor3_2 -> o211ai_2 -> nor4_4 -> and2_1
[metrics] count of different cell masters after synthesis: 50
[metrics] async set-or-reset flop fraction in the synthesized netlist: 0.200
[metrics] global-route total usage across every layer: 0.0472
[metrics] number of pins with negative max-slew slack in the final report: 0
[metrics] post-synthesis instance area: ~1700 sq um
[metrics] CTS Buffer Depth: 2
[metrics] Top-Level Pins: 4
[metrics] Core Density at Floorplan: 0.234
[metrics] main combinational cell family by area after synthesis: simple AND/OR/NAND/NOR gates
[metrics] routing usage on met2: 0.0755
[metrics] Final Routed Wirelength: ~2800 um
[metrics] Row Count: 31
[metrics] Worst Setup Slack, final: ~4.7 ns
[metrics] largest cells by area after synthesis: dfxtp_1 (27%), xnor2_1 (8.2%), dfrtp_1 (7.3%)
[metrics] number of gates given a new drive strength after cts: 0
[metrics] CTS Hold Bufs: 0
[metrics] Post-Synth AOI/OAI Area: 0.109
[metrics] register share after synthesis: 0.377
[metrics] share of synthesized cell area in full adder, half adder and majority cells: 0.0441
[metrics] Critical Path Source Type: register
[metrics] run status: completed
[metrics] most numerous cell in the Yosys netlist: dfxtp_1
[metrics] Most Used Layer, Global Route: met2
[metrics] post-route clock skew: around 0.0031 ns
[metrics] Final GP Congestion: between 0.8 and 0.9
[cell families after synthesis]
kind of cell | Yosys count
AOI/OAI and AO/OA | 27
and+or+nand+nor | 81
DFF | 30
buffers and inverters | 15
muxes | 2
xor gates and xnor gates | 26
adders and majority gates | 6
[cells in the final DEF, fill, tap and decap left out, drive strengths merged, types with 2 or more instances in the layout]
master and instances:
a21boi 2, a21oi 9, a22o 2, and2 4, and3 5, and4 3, clkbuf 4, clkdlybuf4s50 3
dfrtp 5, dfxtp 23, ha 6, inv 5, mux2i 2, nand2 21, nand2b 4, nand3 14
nand4 4, nand4b 2, nor2 9, nor3 6, nor4 2, o21ai 5, o2bb2ai 2, xnor2 16
xor2 10
[worst paths after layout]
check,end,slack [ns],depth (start not counted)
worst max-delay path,new_clk$_DFFE_PN_,4.74,7
worst max register to register,new_clk$_DFFE_PN_,4.74,7
worst min register to register,counter2[0]$_SDFF_PN0_,0.51,1
worst min-delay path,counter2[0]$_SDFF_PN0_,0.51,1
[state kept, by name, summed over array words and instances (netlist names)]
signal and flops:
counter2 23, ct 6, new_clk 1
[layer usage]
layer	wire length [um]	share of wire
met5	0	0
met2	1240	0.45
met3	19	0.0068
met4	34	0.012
met1	1490	0.53
[power breakdown]
part           switching [W]   total [W]  internal, W  leakage (nW)
sequential                 0    0.000128     0.000128         0.267
combinational    0.000000663  0.00000115  0.000000488         0.334
clock              0.0000414   0.0000883    0.0000469        0.0288
[layout make-up]
cell class / count / area (sq um) / area share
Multi-Input combinational cell: 142 / 980 / 0.530
Timing Repair Buffer: 3 / 30.0 / 0.0162
Inverter: 5 / 18.8 / 0.0101
Tap cell: 99 / 124 / 0.0670
Sequential cell: 30 / 642 / 0.347
Clock buffer: 4 / 55.1 / 0.0298
[metrics by stage]
stage                     instance area (sq um)  utilization  cells
after floorplan                            1700            -    187
after global placement                     1790        0.246    279
after detailed placement                   1790        0.246    279
after CTS                                  1850        0.254    283
after global routing                       1850        0.254    283
final                                      1850        0.254    283
[worst max-delay path: cells and delay by family, from the launching register on]
| family | cells | cell delay [ns] |
|---|---|---|
| compound gates | 1 | 0.12 |
| fa+ha+maj | 1 | 0.29 |
| flops | 1 | 0.40 |
| simple gates | 5 | 1.67 |
Power is estimated from default activity; no workload was simulated.
